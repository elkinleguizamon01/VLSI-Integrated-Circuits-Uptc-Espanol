### ./constraint.sdc
current_design riple_carry_adder

set clk_period 10.2
set clk_io_pct 0.2

create_clock -name clk0 -period $clk_period

set non_clock_inputs [all_inputs -no_clocks]
set_input_delay [expr $clk_period * $clk_io_pct] -clock clk0 $non_clock_inputs
set_output_delay [expr $clk_period * $clk_io_pct] -clock clk0 [all_outputs]
### ./design.v
module fa (
    input a,
    input b,
    input cin,
    output sum,
    output cout
);
    assign sum = a ^ b ^ cin;
    assign cout = (a & b) | (cin & (a ^ b));
endmodule
module riple_carry_adder #(
    parameter N = 8
)
(
    input [N-1:0] A,
    input [N-1:0] B,
    input Cin,
    output [N-1:0] Sum,
    output Cout
);
    wire [N:0] C;
    assign C[0] = Cin;
    genvar i;
    generate
        for (i = 0; i < N; i = i + 1) begin : full_adder_block
            fa full_adder (
                .a(A[i]),
                .b(B[i]),
                .cin(C[i]),
                .sum(Sum[i]),
                .cout(C[i+1])
            );
        end
    endgenerate
    assign Cout = C[N];
endmodule
### ./run.sh
#!/bin/bash
# OpenROAD 26Q1-2900-gdf79404cd8, Yosys 0.63+post, stock flow scripts
make -C /OpenROAD-flow-scripts/flow DESIGN_CONFIG=/design/flow/config.mk WORK_HOME=/design/flow/orfs finish
### ./config.mk
export PLATFORM = sky130hd
export DESIGN_NAME = riple_carry_adder
export DESIGN_NICKNAME = riple_carry_adder
export VERILOG_FILES = /design/flow/design.v
export SDC_FILE = /design/flow/constraint.sdc
export NUM_CORES = 4
export LEC_CHECK = 1
export CORE_AREA = 10 10 70 70
export DIE_AREA = 0 0 80 80
export SYNTH_HDL_FRONTEND = slang
==> notes.md <==
impl run done, here's what came out: result of the run completed, vias after detailed routing 214, synthesis-to-finish area growth 100%, tally of yosys warning messages 0, Worst Tran Pin Value 0.106 ns, critical path start-end classification in2out, kind of start point of the critical path primary input, type of element capturing the critical path primary output, Post-Syn Area 258 um^2, type of the worst min-delay path in2out, FP Util 0.0755, Post-Route Setup TNS 0 ns, Post-Place Cell Area 515 um^2, top cells by instance count after synthesis sky130_fd_sc_hd__inv_1 (10), sky130_fd_sc_hd__buf_4 (8), sky130_fd_sc_hd__fa_1 (8), WL per Instance 8.32 um, height of the die 80 um, starting DRC count in detailed routing 0, Crit path largest cell delay 0.46 ns, Ant. Diodes 0, clock buffers 0, Tot GR Track Use 0.0228, Worst Path Max Fanout 1, remaining antenna violation count 0, cells along the critical path clkdlybuf4s50_1 > inv_1 > fa_1 > inv_1 > fa_1 > fa_1 > fa_1 > fa_1 > fa_1 > fa_1 > inv_1 > fa_1 > inv_1 > clkdlybuf4s50_1, pin count of the biggest net entering global routing 2, Die Width 80 um, layout cells sized above 1 0, max frequency 124 MHz, Total Routed Length 749 um, yosys stat chip area 258 um^2, PwrDens 51.4 nW/um^2, final weighted congestion in routability-driven placement 0.859, Ports 26, global-route wire length before repair 1160 um, post-synthesis cell count 26, clock period minus final worst setup slack 8.04 ns, max_slew headroom 0.929, slowest cell on the critical path sky130_fd_sc_hd__clkdlybuf4s50_1, chip area 6400 um^2, final hold vios 0, Seq cells 0, post-layout instance area 515 um^2, via count of the first global-routing pass 239, number of setup violations in the final report 0, count of input and output buffers 26, CTS resizes 0, post-detail-place hpwl 763 um, most frequent cell after synthesis sky130_fd_sc_hd__inv_1, synth unique cells 3, area of the core region 3420 um^2, crit path launch A[0], Maximum Capacitance Violations 0, Most common cell on crit path sky130_fd_sc_hd__fa_1, global route overflow 0, worst supply voltage drop on vdd 0.0156 mV, startpoint of the lowest-slack hold path Cin, number of detailed-routing iterations run before antenna repair 1, Crit path required time 8.16 ns, Std-Cell Rows 21, DRC 0, arrival time reported for the critical path endpoint 6.00 ns, storage element area 0 um^2, Post-CTS Setup Repair Bufs 0, Pleak 0.000213 uW, number of max-slew violations in the final report 0, Syn Area/Cell 9.91 um^2, detail-routed via count per cell 2.38, post-layout period usage of the worst path 0.788, RSZ-0062 raised after global routing no, cts hold-fix bufs 0, ys cells 26, Post-synth seq share 0, Area contributors post-synth sky130_fd_sc_hd__fa_1 (62%), sky130_fd_sc_hd__buf_4 (23%), sky130_fd_sc_hd__inv_1 (15%), number of antenna violations at the first check in global routing 0, worst hold slack after final layout 5.13 ns, fraction of synthesized cell area taken by the top area cell type 0.621, Yosys top cell by area sky130_fd_sc_hd__fa_1, tally of OpenROAD warnings 32
-- metrics by stage --
stage | cells | util | total power (uW) | worst slack (ns)
2_1_floorplan | 26 | - | 13.0 | 3.02
3_3_place_gp | 90 | 0.151 | 27.3 | 2.12
3_5_place_dp | 90 | 0.151 | 27.5 | 2.12
4_1_cts | 90 | 0.151 | 27.7 | 2.12
5_1_grt | 90 | 0.151 | 30.1 | 1.93
6_report | 90 | 0.151 | 26.5 | 2.16
-- worst paths after layout --
kind,endpoint,slack [ns],cells after the start
worst max-delay path,Sum[7],2.16,14
worst min-delay path,Sum[0],5.13,5
-- critical path, delay by kind of cell --
kind | cells | cell delay [ns]
buffers and inverters | 6 | 1.12
adder cells (fa/ha/maj) | 8 | 2.84
-- logic make-up after synthesis --
group	count (synthesis)	share of synthesized area
buffers and inverters	18	0.379
adders and majority gates	8	0.621
-- metal layers --
metal | global-route usage | part of all wire | wire length (um) | up-vias
met3 | 0.0170 | 0.25 | 188 | 0
met5 | 0 | 0 | 0 | -
met2 | 0.0281 | 0.29 | 214 | 24
met1 | 0.0323 | 0.46 | 347 | 94
li1 | - | - | - | 96
met4 | 0 | 0 | 0 | 0
-- report_power, final --
part | switching [uW] | internal, uW | total [uW] | leakage (uW)
Combinational | 6.91 | 19.6 | 26.5 | 0.000213
Clock | 0 | 0 | 0 | 0
Sequential | 0 | 0 | 0 | 0
-- layout make-up --
class / count / area, um^2
repair buffers: 26 / 260
fillers: 395 / 2900
multi-input cells: 8 / 160
inverters: 10 / 37.5
well taps: 46 / 57.6
-- cell usage in the layout, fill, tap and decap left out --
cell type                         count
sky130_fd_sc_hd__clkdlybuf4s50_1     26
sky130_fd_sc_hd__inv_1               10
sky130_fd_sc_hd__fa_1                 8
Power figures rest on the tool's default switching activity, not on a simulated workload.
