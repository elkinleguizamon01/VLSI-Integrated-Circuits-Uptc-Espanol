$ cat flow/design.v
module pipo #(
    parameter WIDTH = 8
)(
    input  clk,
    input  rst_n,
    input  en,
    input  [WIDTH-1:0] in_data,
    output [WIDTH-1:0] out_data
);
    reg [WIDTH-1:0] pipo_reg;
    always @(posedge clk or negedge rst_n) begin
        if (!rst_n) begin
            pipo_reg <= {WIDTH{1'b0}};
        end else if (en) begin
            pipo_reg <= in_data;
        end
    end
    assign out_data = pipo_reg;
endmodule
$ cat flow/run.sh
#!/bin/bash
# OpenROAD 26Q1-2900-gdf79404cd8, Yosys 0.63+post, stock flow scripts
make -C /OpenROAD-flow-scripts/flow DESIGN_CONFIG=/design/flow/config.mk WORK_HOME=/design/flow/orfs finish
$ cat flow/config.mk
export PLATFORM = sky130hd
export DESIGN_NAME = pipo
export DESIGN_NICKNAME = pipo
export VERILOG_FILES = /design/flow/design.v
export SDC_FILE = /design/flow/constraint.sdc
export NUM_CORES = 4
export LEC_CHECK = 1
export CORE_AREA = 10 10 70 70
export DIE_AREA = 0 0 80 80
export SYNTH_HDL_FRONTEND = slang
$ cat flow/constraint.sdc
current_design pipo

set clk_period 1.5
set clk_io_pct 0.2

create_clock -name clk0 -period $clk_period [get_ports {clk}]

set non_clock_inputs [all_inputs -no_clocks]
set_input_delay [expr $clk_period * $clk_io_pct] -clock clk0 $non_clock_inputs
set_output_delay [expr $clk_period * $clk_io_pct] -clock clk0 [all_outputs]
==> summary.txt <==
Results of an implementation run.

The met2 demand-to-capacity share in global routing is 3.852%. The flow reports that combinational logic draws 22.5% of the design power. For reference, the post-synthesis area per instance comes to 19.50 sq um.

The buffer levels on the longest clock path is 2. The gate count after technology mapping is 17. On the final layout, the worst clock skew is 0 ns.

The accumulated negative setup slack is 0 ns. The global routing report lists met1 layer usage as 3.521%. The number of rows created at floorplan is 21.

The first-pass GRT wire length is between 1 and 1.5 mm. The power density normalized to cell area is 869.2 nW/um^2. The net switching power in the latest report is 99.01 uW.

The longest individual stage delay on the worst path is 0.49 ns. The power report lists cell-internal power as 423.0 uW. The count of nets left with antenna violations after detail routing is 0. The initial antenna violation count is 0. The power report shows net switching accounting for roughly a fifth of the total. The insertion delay to the later sink of the worst-skew pair is about 0.24 ns. Gates resized during post-CTS repair numbered 0. After the first detailed-routing iteration, the DRC count stood at 1. The area of the placeable core is 3416 sq um. The maximum ir drop on the vdd rail is between 0.3 and 0.4 mV. The top logic cell by instance count in the layout is clkdlybuf4s50_1. The analysis attributes to cell leakage a power of between 0.2 and 0.3 nW.

The share of the Yosys chip area taken by registers is 60.38%. The share of the synthesized area in the top cell type is 60.38%. The transition time recorded at the tightest slew-check pin is 0.3510 ns. The cell count listed in synth_stat.txt is 17. Global routing put the most usage on met2. The number of sinks driven by the clock tree is 8. The highest clock rate this design can be run at is about 720 MHz. Ranking logic cells in the layout by count gives the top entries clkdlybuf4s50_1, mux2_4, dfrtp_1.

The number of setup violations in the final report is 0. In the final layout, the share of cells above drive strength 1 is between 30% and 40%. The synthesized design contains 8 register bits.

The power after layout is 522.0 uW. The post-layout worst setup margin is 0.1165 ns. The data required time at the worst endpoint is roughly 1.2 ns.

The worst setup timing slack at the placement stage is 0.1194 ns. The max-slew check reports its worst relative slack as 76.53%. The number of buffers added by the clock tree synthesis step is 3. From bottom edge to top edge, the die measures around 80 um. The total cell area reported by yosys after synthesis is 331.6 sq um.

Input and output buffers added on the ports amount to 18. Counting I/O delays and the setup requirement, the final critical path takes around 1.4 ns. The share of the core area taken by cells at floorplan is 9.707%. According to the report, the first pass of detailed routing completed in 2 iterations. In this run the tools logged warnings totalling 28. Setup repair after global routing left no endpoint under its margin. The most critical min-delay path falls under input port to async pin.

The final count of pins violating max slew is 0. The total vias in the final route is approximately 210. The total DRC errors in the routed layout is 0.

The post-CTS setup buffer count is 0. The script reports the combined buffer and inverter count of the critical path as 1. For the worst flop-to-flop path, the logic depth is 1. The number of global-route vias before repair is 244. The clock input transition at the sequential cells of the worst setup and hold paths is 0.05 ns.

TritonCTS built the clock tree. The layout overhead on the synthesized area is 81.13%. The total detailed-routing wirelength is between 800 and 900 um. According to the floorplan report, the total die area is 6400 sq um. The kind of end point of the critical path is an output port.

The tree is rooted in a clkbuf_4. The average via count per standard cell is between 2 and 2.5. Routability-driven placement finished with a final weighted congestion of 0.7467. For met3 alone, demand over resource in global routing was 2.841%.

The post-CTS hold buffer count recorded in the log is 0. Of all nets on the critical path, the largest fanout is 2. The number of logic stages on the critical path including buffering is 1. The worst setup path is launched from a flop.

The critical path goes through clkdlybuf4s50_1. The tool flagged a number of max-cap violations equal to 0. The critical path is of the flop to output port type.

Global routing consumed, over all layers together, roughly 2.9% of the routing resources. Summing every instance area after synthesis gives 331.6 sq um. The number of H-tree branching levels is 1. The count of unique library cells instantiated by Yosys is 3. 19 I/O pins were placed. The wire length per cell is 10.43 um.

The register share of total power is 47.9%. The cell class contributing the biggest share of worst-path delay is buffers and inverters. The flip-flop count of the largest register, all copies and words added is 8. The maximum number of pins on one net before global-route repair is 9. The number of warnings issued by yosys is 0. The hold violation total from the final report is 0. The final antenna diode tally reported by the flow is 0. The library cell occupying the most area in the post-synthesis netlist is dfrtp_1. Global routing finished with a remaining overflow of 0.

The main area contributors are dfrtp_1, mux2_4, buf_6. At the worst endpoint, the arrival time is between 1 and 1.5 ns. The share of total power dissipated in the clock network is 29.5%. The run finished with clean final reports. Looking at the critical path, the single cell with the biggest stage delay is clkdlybuf4s50_1. Of the available clock period, the critical path in the final layout requires between 90% and 100%. The floorplan step set the die width to about 80 um.
routing by layer:
metal  up-vias  part of all wire (%)
met5         -                     0
met4         0                     0
met1        90                    46
met3         0                    16
li1        101                     -
met2        15                    38
path summary, 6_finish.rpt:
path                        startpoint     endpoint  slack [ns]
min in group clk0          out_data[6]  out_data[6]        0.51
hold / removal                   rst_n  out_data[6]        0.33
setup reg to reg           out_data[2]  out_data[2]        0.74
hold reg to reg            out_data[6]  out_data[6]        0.51
max in group asynchronous        rst_n  out_data[0]        0.91
setup / recovery           out_data[2]  out_data[2]        0.12
layout make-up:
| class | instances | area, sq um |
|---|---|---|
| Timing Repair Buffer | 19 | 200.2 |
| Fill cell | 389 | 2815 |
| Multi-Input combinational cell | 8 | 120.1 |
| Sequential cell | 8 | 200.2 |
| Tap cell | 46 | 57.56 |
| Clock buffer | 3 | 22.52 |
kinds of logic after synthesis:
family                 synth area share [%]
DFF                                   60.38
muxes                                 36.23
buffers and inverters                 3.396
power groups by stage:
| stage | clock, mW | combinational, mW | sequential (mW) |
|---|---|---|---|
| CTS | 0.165 | 0.121 | 0.251 |
| global route | 0.179 | 0.127 | 0.254 |
| finish | 0.154 | 0.118 | 0.250 |
per-stage QoR:
step	utilization [%]	std cells	hold WS (ns)	cell area, sq um
floorplan	-	17	0.004409	331.6
global placement	16.92	81	0.5024	578.1
detailed placement	16.92	81	0.4995	578.1
CTS	17.58	84	0.3272	600.6
global route	17.58	84	0.3436	600.6
finish	17.58	84	0.3253	600.6
cells in the mapped netlist:
cell / number
mux2_4: 8
buf_6: 1
dfrtp_1: 8
No activity file was given, so power comes from the tool's default toggle rates.
