==> flow/design.v <==
module behave_adder #(
    parameter N = 8
)
(
    input [N-1:0] A,
    input [N-1:0] B,
    input Cin,
    output [N-1:0] Sum,
    output Cout
);
    wire [N:0] sum_with_carry;
    assign sum_with_carry = {A[N-1],A} + {B[N-1],B} + {{(N-1){1'b0}},Cin};
    assign Sum = sum_with_carry[N-1:0];
    assign Cout = sum_with_carry[N];
endmodule
==> flow/run.sh <==
#!/bin/bash
# OpenROAD 26Q1-2900-gdf79404cd8, Yosys 0.63+post, stock flow scripts
make -C /OpenROAD-flow-scripts/flow DESIGN_CONFIG=/design/flow/config.mk WORK_HOME=/design/flow/orfs finish
==> flow/config.mk <==
export PLATFORM = sky130hd
export DESIGN_NAME = behave_adder
export DESIGN_NICKNAME = behave_adder
export VERILOG_FILES = /design/flow/design.v
export SDC_FILE = /design/flow/constraint.sdc
export NUM_CORES = 4
export LEC_CHECK = 1
export CORE_AREA = 10 10 70 70
export DIE_AREA = 0 0 80 80
export SYNTH_HDL_FRONTEND = slang
==> flow/constraint.sdc <==
current_design behave_adder

set clk_period 4.2
set clk_io_pct 0.2

create_clock -name clk0 -period $clk_period

set non_clock_inputs [all_inputs -no_clocks]
set_input_delay [expr $clk_period * $clk_io_pct] -clock clk0 $non_clock_inputs
set_output_delay [expr $clk_period * $clk_io_pct] -clock clk0 [all_outputs]
==> results_dict.tcl <==
# flow metrics
set metrics [dict create \
    drive_above_1_share 0.0492 \
    cp.required_ns 3.36 \
    status "finished clean" \
    fin_area_um2 634 \
    leakage_nw 0.250 \
    ys_area_um2 310 \
    min_path_type "in2out" \
    avgSynthCellArea_um2 8.87 \
    synth_warnings 0 \
    dr.first_iter.drc_count 13 \
    rows 21 \
    drc 0 \
    path_class "in2out" \
    wire_per_inst_um 10.3 \
    vias_per_cell 3.36 \
    grt_pass1_wl_um 1870 \
    placed_cell_area_um2 628 \
    worstMarginPinSlew_ns 0.364 \
    warnings 32 \
    grt_max_degree 6 \
    slew_viol_final 0 \
    coreArea_um2 3420 \
    holdBufCountCts 0 \
    synth_cell_types 16 \
    area.sequential_um2 0 \
    hold_depth 4 \
    vias 359 \
    final_cell_mix "26 x clkdlybuf4s50_1, 7 x ha_1, 5 x a21o_1, 5 x xnor2_1" \
    syn-instance-count 35 \
    relSlewSlack 0.751 \
    synth-cells-yosys 35 \
    seq_cells 0 \
    end_kind "output pin" \
    die_h_um 80 \
    irDropWorstVdd_v 0.0000787 \
    syn2layout_area_growth_pct 104 \
    path_max_fanout 3 \
    die_area_um2 6400 \
    grtUsageTotal 0.0352 \
    io_buffers 26 \
    post_cts_buffers 0 \
    setup-tns-final_ns 0 \
    antenna_found_initial 0 \
    ctsResizeCount 0 \
    antenna_cells 0 \
    rsz0062_at_grt "no" \
    fin_crit_sh 0.972 \
    detailedPlacementHpwl_um 985 \
    gp_congestion 0.760 \
    cp-start-kind "input pin" \
    arrival_ns 3.24 \
    wl_um 1100 \
    initCoreUtil 0.0908 \
    synthesis.area_um2 310 \
    max_clock_freq_mhz 245 \
    max_cap_violations 0 \
    power.density_nw_per_um2 151 \
    die_w_um 80 \
    overflow 0 \
    synth_seq_share 0 \
    final_antenna_net_count 0 \
    clock_buffers 0 \
    hold_viol 0 \
    final_common_cell "clkdlybuf4s50_1" \
    first_pass_iters 3 \
    finalSetupViolations 0 \
    ios 26 \
    grt_pass1_vias 418 \
    period_minus_slack_ns 4.08 \
]
==> metrics by stage <==
step	hold WS [ns]	instances	power [mW]	setup WS [ns]	utilization
2_1_floorplan	1.78	35	0.0353	1.13	-
6_report	2.80	107	0.0959	0.118	0.186
5_1_grt	2.83	107	0.107	0.0405	0.186
3_3_place_gp	2.78	107	0.0949	0.0420	0.184
4_1_cts	2.77	107	0.0957	0.000978	0.184
3_5_place_dp	2.78	107	0.0942	0.0207	0.184
==> kinds of logic (layout without fill, tap and decap cells) <==
family / Yosys count / in the layout / synth area share
buf+inv: 2 / 28 / 0.0242
compound gates: 16 / 16 / 0.363
fa+ha+maj: 9 / 9 / 0.411
simple gates: 2 / 2 / 0.0322
xor+xnor: 6 / 6 / 0.169
==> power breakdown <==
part           total [mW]  internal (mW)  switching (mW)
clock                   0              0               0
combinational      0.0959         0.0637          0.0322
sequential              0              0               0
total              0.0959         0.0637          0.0322
==> synth_stat cells <==
cell type  number  area (um^2)
a2111oi_0       1         8.76
nor3_1          1         5.00
fa_1            2         40.0
a21oi_1         3         15.0
inv_1           2         7.51
a41oi_1         1         8.76
a21o_1          5         37.5
nand3_1         1         5.00
xnor2_1         5         43.8
o21ai_1         1         5.00
a211oi_2        1         12.5
xor2_1          1         8.76
o21bai_1        1         7.51
a211oi_1        1         7.51
ha_1            7         87.6
o21ai_0         2         10.0
==> final timing paths <==
kind              from      to
setup / recovery  A[0]    Cout
hold / removal    B[7]  Sum[7]
==> critical path: stages <==
cell and delay, ns:
clkdlybuf4s50_1 0.44, fa_2 0.43, fa_1 0.41, a21o_1 0.23, a21oi_2 0.18, o21ai_1 0.09
o21ai_0 0.12, clkdlybuf4s50_1 0.51
==> cell type report <==
class | count | area [um^2]
repair buffers | 26 | 260
inverters | 2 | 7.51
fillers | 385 | 2780
multi-input cells | 33 | 309
well taps | 46 | 57.6
==> per-layer routing <==
| metal | vias up | routed length (um) | global-route usage |
|---|---|---|---|
| met1 | 147 | 689 | 0.0584 |
| met4 | 0 | 0 | 0 |
| li1 | 186 | - | - |
| met5 | - | 0 | 0 |
| met2 | 26 | 222 | 0.0385 |
| met3 | 0 | 187 | 0.0182 |
Power is estimated from default activity; no workload was simulated.
